==> /design/flow/design.v <==
module pdm_dac(
	input clk,
	input reset,
	input load,
	input signed [15:0] lin, rin,
	output lpdm, rpdm
);
	reg [15:0] lob, rob;
	always @(posedge clk)
	begin
		lob <= lin ^ 16'h8000;
		rob <= rin ^ 16'h8000;
	end
	reg [16:0] lsdacc, rsdacc;
	always @(posedge clk)
	begin
		lsdacc <= {1'b0,lsdacc[15:0]} + {1'b0,lob};
		rsdacc <= {1'b0,rsdacc[15:0]} + {1'b0,rob};
	end
	assign lpdm = lsdacc[16];
	assign rpdm = rsdacc[16];
endmodule
==> /design/flow/run.sh <==
#!/bin/bash
# OpenROAD 26Q1-2900-gdf79404cd8, Yosys 0.63+post, stock flow scripts
make -C /OpenROAD-flow-scripts/flow DESIGN_CONFIG=/design/flow/config.mk WORK_HOME=/design/flow/orfs finish
==> /design/flow/config.mk <==
export PLATFORM = sky130hd
export DESIGN_NAME = pdm_dac
export DESIGN_NICKNAME = pdm_dac
export VERILOG_FILES = /design/flow/design.v
export SDC_FILE = /design/flow/constraint.sdc
export NUM_CORES = 4
export LEC_CHECK = 1
export CORE_UTILIZATION = 50
==> /design/flow/constraint.sdc <==
current_design pdm_dac

set clk_period 9.3
set clk_io_pct 0.2

create_clock -name clk0 -period $clk_period [get_ports {clk}]

set non_clock_inputs [all_inputs -no_clocks]
set_input_delay [expr $clk_period * $clk_io_pct] -clock clk0 $non_clock_inputs
set_output_delay [expr $clk_period * $clk_io_pct] -clock clk0 [all_outputs]
==> run_results.csv <==
group,metric,value,unit
synthesis,synthDistinctLibCells,36,
pwr,ir_drop,0.171,mV
routing,antenna_left,0,
final_layout,drive_gt1_share,6.76,%
routing,wl,4.00,mm
final_timing,setup_viol,0,
synthesis,postSynthSeqShare,49.0,%
grt,grt_max_degree,12,
clock_tree,cts_tree,"built",
synthesis,ys_seq_elements,66,
critical_path,crit_path_end_kind,"primary output",
synthesis,synth_area,2700,sq um
status,status,"finished clean",
pwr,p_sw,397,uW
critical_path,worstPathRequired,7440,ps
floorplanning,std_cell_rows,26,
clock_tree,cts_buffer_depth,2,
place,post_dp_cell_area,3120,sq um
flow_run,maxCapViolCount,0,
floorplanning,die_h,75.4,um
synthesis,ff_type,"dfxtp_1",
synthesis,yosys_area,2700,sq um
final_timing,hold_viol,0,
critical_path,path_delay_family,"buffers and inverters",
floorplanning,initCoreUtil,52.5,%
critical_path,path_cells,"clkdlybuf4s50_1",
place,io_buffers,34,
final_timing,fmaxAchievable,340,MHz
synthesis,ys_sh_simple,7.98,%
grt,grt_pass1_vias,1678,
place,gp_congestion,0.790,
routing,drtIter0Drc,47,
clock_tree,cts_resized,0,
routing,routed-via-count,1857,
pwr,p_leak,0.00143,uW
clock_tree,clk_pin_slew,70,ps
final_layout,stdcell_count,366,
final_layout,lay_top_count,"dfxtp_1",
floorplanning,ioPinCount,37,
pwr,powerDensity,348,nW/um^2
final_timing,clock_skew,4.09,ps
critical_path,crit_buf_inv,1,
routing,routedWlPerCell,10.9,um
final_timing,worst_slew_pin_slew,409,ps
grt,grt-ovfl-total,0,
grt,track_usage,15.6,%
final_timing,grt_setup_unrepaired,"false",
synthesis,syn_inst,246,
final_layout,mostFrequentLayoutCells,"dfxtp_1 (66), clkdlybuf4s50_1 (34), ha_1 (32), a21oi_1 (25), xnor2_1 (18)",
final_timing,tns,0,ps
final_timing,drv_slew,0,
clock_tree,cts_num_sinks,66,
grt,grt_pass1_wl,6.63,mm
min_path,hp-class,"reg2reg",
synthesis,yosysCellCount,246,
synthesis,synthAoiAreaFrac,18.0,%
pwr,pwr-share-seq,35.2,%
synthesis,ys_sh_mux,0,%
critical_path,worst-path-max-fanout,1,
floorplanning,chipArea,5690,sq um
flow_run,tool_warnings,28,
pwr,p_comb_share,47.2,%
final_layout,design_area,3300,sq um
pwr,clockPowerShare,17.6,%
grt,antenna_found_initial,0,
synthesis,edf_count,0,
critical_path,cp_slowest_cell,"clkdlybuf4s50_1",
synthesis,avgSynthCellArea,11.0,sq um
critical_path,startpoint_type,"register",
synthesis,fa_ha_area_share,16.3,%
synthesis,yosysWarnings,1,
clock_tree,clock_latency,330,ps
routing,antenna_cells,0,
routing,first_pass_iters,4,
synthesis,topCombFamilyByArea,"AND-OR/OR-AND gates",
routing,drc,0,
routing,vias_per_cell,5.07,
critical_path,cpPeakStageDelay,450,ps
final_timing,finalWorstPathRequiredPeriod,2940,ps
clock_tree,numCtsBuffers,9,
place,dpl.cell_count,350,
floorplanning,die_w,75.4,um
floorplanning,core_area,5140,sq um
final_timing,maxSlewHeadroom,72.6,%
final_layout,synthToLayoutAreaGrowth,22.2,%
place,dp_hpwl,2.94,mm
final_timing,finalClockPeriodUsage,31.6,%
pwr,p_int,750,uW
clock_tree,ctsHtreeMaxLevel,3,
synthesis,synthXorXnorAreaFrac,8.12,%
synthesis,async_flop_share,0,%
critical_path,crit_type,"reg2out",
clock_tree,ctsHoldBuffers,0,
clock_tree,cts-root-buf,"clkbuf_8",
clock_tree,cts_setup_buffers,0,
pwr,swShare,34.6,%
critical_path,cp.arrival,1080,ps
-- cells by family after synthesis --
| logic type | count (synthesis) |
|---|---|
| AOI/OAI and AO/OA | 74 |
| buffers and inverters | 4 |
| adders and majority gates | 34 |
| xor gates and xnor gates | 25 |
| DFF | 66 |
| and+or+nand+nor | 43 |
-- power groups by stage --
stage	sequential, uW	combinational, uW	clock [uW]
final	404	541	202
after CTS	405	546	212
after global routing	412	615	225
-- cell usage after synthesis (3+ instances only) --
cell type	number	share of area, %
inv_1	4	0.56
dfxtp_1	66	49
a21oi_1	25	4.6
nor2_1	14	1.9
nand3_1	7	1.3
nand2_1	7	0.97
o21ai_0	13	2.4
nor2b_1	3	0.70
ha_1	32	15
o21a_1	3	0.84
a211oi_1	6	1.7
xor2_1	7	2.3
and2_1	3	0.70
xnor2_1	18	5.8
a21o_1	12	3.3
-- flip-flops by register name (all words and copies together) (netlist names) --
name	flops
lob	16
lsdacc	17
rob	16
rsdacc	17
-- path summary, 6_finish.rpt --
path	startpoint	to	slack, ps	depth (start not counted)
max reg2reg	rob[0]	rsdacc[8]	6940	8
min	lsdacc[0]	lsdacc[0]	440	1
max	rsdacc[16]	rpdm	6360	1
min reg2reg	lsdacc[0]	lsdacc[0]	440	1
-- worst register-to-register path, delay by kind of cell (launching register included) --
family,cells,cell delay [ps]
simple gates,2,400
xor+xnor,1,130
fa+ha+maj,2,640
flops,1,300
compound gates,3,820
-- final cells by class --
class	instances	area [sq um]
Sequential cell	66	1320
Fill cell	445	1840
Multi-Input combinational cell	176	1360
Inverter	4	15.0
Tap cell	70	87.6
Clock buffer	11	141
Clock inverter	5	30.0
Timing Repair Buffer	34	340
-- metal layers --
layer,up-vias,part of all wire [%],track usage (%)
met5,-,0,0
met4,0,1.6,2.88
met3,6,5.1,5.23
met2,36,44,24.4
met1,831,49,21.9
li1,984,-,-
-- through the flow --
| stage | hold WS (ps) | worst slack (ps) | total power [uW] | utilization (%) |
|---|---|---|---|---|
| 2_1_floorplan | 420 | 7130 | 847 | - |
| 3_3_place_gp | 427 | 6700 | 943 | 60.8 |
| 3_5_place_dp | 434 | 6700 | 949 | 60.8 |
| 4_1_cts | 450 | 6340 | 1160 | 64.1 |
| 5_1_grt | 466 | 6290 | 1250 | 64.1 |
| 6_report | 444 | 6360 | 1150 | 64.1 |
Power is estimated from default activity; no workload was simulated.
